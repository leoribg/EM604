==> config.mk <==
export PLATFORM = sky130hd
export DESIGN_NAME = stateMachine
export DESIGN_NICKNAME = stateMachine
export VERILOG_FILES = /design/flow/design.v
export SDC_FILE = /design/flow/constraint.sdc
export NUM_CORES = 4
export LEC_CHECK = 1
export CORE_AREA = 10 10 104 104
export DIE_AREA = 0 0 114 114
==> constraint.sdc <==
current_design stateMachine

set clk_period 1.7
set clk_io_pct 0.2

create_clock -name clk0 -period $clk_period [get_ports {clk}]

set non_clock_inputs [all_inputs -no_clocks]
set_input_delay [expr $clk_period * $clk_io_pct] -clock clk0 $non_clock_inputs
set_output_delay [expr $clk_period * $clk_io_pct] -clock clk0 [all_outputs]
==> design.v <==
module stateMachine (rst, clk, signalOut, enA, enB, ini_div, addressA, addressB, addressBus);
input rst, clk, signalOut;
input [8:0] addressA, addressB;
output reg [8:0] addressBus ;
output reg  enA, enB, ini_div;
reg [2:0] state;
reg	[2:0] now, next;
reg	[8:0] aAddress, bAddress;
reg	okA, okB;
parameter S0 = 3'b000, S1 = 3'b001, S2 = 3'b010, S3 = 3'b011,  S4 = 3'b100, S5 = 3'b101, S6 = 3'b110;
always @ (negedge clk, posedge rst)  
	if (rst)
			now <= S0;
	else	
			now	<=	next;	 
always @ (*)  
begin
	case (now)
		S0:	next	<=	S1;
		S1:	next	<=	S2;
		S2:		if (okA)	next	<=	S3;
					else		next	<=	S2;
		S3:		next	<=	S4;
		S4:		if(okB)	next	<=	S5;
					else		next	<=	S4;
		S5:	if (!signalOut)	next	<=	S0;
					else			next	<=	S6;
		S6:	next	<=	S6;
		default	next	<=	S0;
	endcase
end
always @ (now)
begin 
	case (now)
		S0:	
			begin
				ini_div	<=	1'b0;
				enA		<=	1'b0;
				enB		<=	1'b0;
				okA		<=	1'b0;
				okB		<=	1'b0;
				aAddress		<=	addressA;
				bAddress		<=	addressB;
				state <= S0;
			end
		S1:
			begin	
				ini_div	<=	1'b0;
				enA		<=	1'b0;
				enB		<=	1'b0;
				addressBus	<=	aAddress;
				okA		<=	1'b0;
				okB		<=	1'b0;
				state <= S1;
			end
		S2:
			begin
				ini_div	<=	1'b0;
				enA		<=	1'b1;
				enB		<=	1'b0;
				okA		<=	1'b1;
				okB		<=	1'b0;
				state <= S2;
			end
		S3:
			begin
				ini_div	<=	1'b0;
				enA		<=	1'b0;
				enB		<=	1'b0;
				addressBus	<= bAddress;
				okA		<=	1'b1;
				okB		<=	1'b0;
				state <= S3;
			end
		S4:
			begin
				ini_div	<=	1'b0;
				enA		<=	1'b0;
				enB		<=	1'b1;
				okA		<=	1'b1;
				okB		<=	1'b1;
				state <= S4;
			end
		S5:	
			begin
				ini_div	<=	1'b0;
				enA		<=	1'b0;
				enB		<=	1'b0;
				okA		<=	1'b1;
				okB		<=	1'b1;
				state <= S5;
			end
		S6:	
			begin
				ini_div	<=	1'b1;
				enA		<=	1'b0;
				enB		<=	1'b0;
				okA		<=	1'b0;
				okB		<=	1'b0;
				state <= S6;
			end
	endcase
end
endmodule 
==> run.sh <==
#!/bin/bash
# OpenROAD 26Q1-2900-gdf79404cd8, Yosys 0.63+post, stock flow scripts
make -C /OpenROAD-flow-scripts/flow DESIGN_CONFIG=/design/flow/config.mk WORK_HOME=/design/flow/orfs finish
==> changes_impl.md <==
### Implementation results

- Number of nets with antenna violations after detailed routing: 0
- Max-Cap Viols: 0
- Crit-path slowest cell: clkdlybuf4s50_1
- Max IR drop VDD: ~340 uV
- Critical path type: input port to flip-flop
- CTS buffer count: 3
- Post-synth regs: 39
- Yosys synthesis chip area: around 860 um^2
- Final Hold Violating Endpoints: 0
- Distinct lib cells: 14
- I/O pins: 33
- Yosys top cell by area: dlxtp_1
- CP endpoint kind: flip-flop
- Number of global-route vias before repair: 626
- Gr usage total: 3.063%
- CTS root buffer: clkbuf_8
- Finished layout cell area: 1373 um^2
- CP startpoint kind: input port
- Slew at the pin closest to its max-slew limit: 0.7274 ns
- Die Y-Extent: 114 um
- # diodes: 0
- DRC viols: 0
- Tool Warnings: 26
- Clk slew on worst S/H paths: 0.03 ns
- Syn Area/Cell: approximately 14 um^2
- Worst Path Max Fanout: 2
- Cts hold-fix bufs: 0
- Hold crit path type: flip-flop to flip-flop
- Layout cells sized above 1: 18.00%
- Avg WL per Cell: 9.760 um
- Yosys warning total: 1
- CP Cell Sequence: clkdlybuf4s50_1 > a21o_1
- Post-layout util: 15.82%
- Worst-Skew Late Latency: slightly below 0.3 ns
- Final Max Slew Viols: 0
- Vias: 551
- Post-Route WL: 2.030 mm
- Pre-Place Util: 9.934%
- Pwr/cell area: ~340 nW/um^2
- Sum Neg Setup Slack: 0 ns
- Clock Path Buffers: 2
- Crit path DRT: 0.95 ns
- Status: finished, final reports clean
- Row count: 34
- Largest cells by area after synthesis: dlxtp_1 31%, dlxtn_1 24%, dfrtn_1 17%, mux2_2 12%, dfstp_2 3.0%
- Post-Syn Area: 862.1 um^2
- Ys cells: 63
- GP Congestion: 0.6656
- Gr ovfl total: 0
- Vias per std cell: 2.649
- CTS tree: yes
- Placed cell areas: 1328 um^2
- Pre-Repair DR Iteration Count: 3
- Commonest Layout Cell: clkdlybuf4s50_1
- Post-CTS resize count: 0
- Share of the synthesized area in the top cell type: 31.35%
- Initial antenna violation count: 0
- Endpoints left unconstrained: 44
- WP data arrival: about 0.91 ns
- Area Growth Syn to Fin: 59.22%
- Chip area: 13000 um^2
- Delay-heaviest family, CP: buffers and inverters
- Register pins left without a clock: 32
- H-tree depth: 1
- Iteration-0 DRC Markers: 3
- Bufs and invs on worst path: 1
- Most frequent cells in the layout: 32 x clkdlybuf4s50_1, 18 x dlxtp_1, 14 x dlxtn_1
- RSZ-0062 raised after global routing: false
- Post-DP HPWL: 1.641 mm
- Setup Fix Bufs, Post-CTS: 0
- LEAKAGE: 0.0006111 uW
- Largest net degree at the start of global routing: 21
- Max_slew headroom: between 50 and 60%
- Core Area: 8678 um^2
- Final setup viols: 0
- Die W: 114 um
- PortBufs: 32
- Clock skew: 0.04441 ns
- Post-Syn Instances: ~63
- First-pass GRT wire length: 3.187 mm
- Slowest cell delay on critical path: 0.42 ns
## cell type report
type,count,area (um^2)
flip-flops and latches,39,656.9
repair buffers,34,335.3
inverters,3,11.26
fillers,979,7306
multi-input cells,19,185.2
well taps,108,135.1
clock buffers,4,45.04
clock inverters,1,3.754
## Yosys cell counts
library cell,n
dlxtp_1,18
buf_2,1
nor2b_1,1
a21o_1,3
and2_1,2
or4_4,1
mux2_2,9
dfstp_2,1
dlxtn_1,14
inv_1,4
nor2_1,1
nor4_4,1
dfrtn_1,6
or2_2,1
## final timing paths
kind                            from  endpoint  slack [ns]  depth (start not counted)
max                        signalOut    now[3]        0.04                          2
min                           now[5]    now[0]        0.47                          1
max reg2reg                   now[0]    now[4]        0.85                          0
min reg2reg                   now[5]    now[0]        0.47                          1
max in group asynchronous        rst    now[2]        0.43                          3
min in group asynchronous        rst    now[3]        1.13                          3
## cell families after synthesis
family                 count (synthesis)  share of synthesized area (%)
flip-flops                             7                          20.46
multiplexers                           9                          11.76
latches                               32                          55.73
AND-OR/OR-AND                          3                          2.612
AND/OR/NAND/NOR                        7                          7.112
buffers and inverters                  5                          2.321
## metal layers
layer | routed length [um] | track usage, % | vias to the layer above
li1 | - | - | 274
met1 | 857 | 3.713 | 261
met2 | 1019 | 5.277 | 16
met3 | 153 | 1.063 | 0
met4 | 0 | 0.3342 | 0
met5 | 0 | 0 | -
## where the power goes
| group | switching (uW) | total, uW | internal (uW) |
|---|---|---|---|
| sequential | 0 | 174 | 174 |
| clock | 74.5 | 240 | 165 |
| combinational | 8.71 | 49.9 | 41.2 |
## sequential cells by signal (all words and copies together), names as in the netlist
| register | count |
|---|---|
| now | 7 |
| bAddress | 9 |
| ini_div | 1 |
| okB | 1 |
| okA | 1 |
| addressBus | 9 |
| enA | 1 |
| enB | 1 |
| aAddress | 9 |
## per-stage QoR
step / hold slack [ns] / std cells / total power (uW) / setup WS [ns]
global route: 0.5003 / 208 / 488.3 / 0.02241
detailed placement: 0.4849 / 204 / 233.5 / -0.2232
finish: 0.4741 / 208 / 463.3 / 0.03609
floorplan: 0.4428 / 63 / 186.0 / 0.2260
CTS: 0.4677 / 208 / 472.4 / 0.03805
global placement: 0.4797 / 204 / 232.7 / -0.2169
Power figures rest on the tool's default switching activity, not on a simulated workload.

**flow/constraint.sdc**
```tcl
current_design divisor

set clk_period 6.6
set clk_io_pct 0.2

create_clock -name clk0 -period $clk_period [get_ports {clk}]

set non_clock_inputs [all_inputs -no_clocks]
set_input_delay [expr $clk_period * $clk_io_pct] -clock clk0 $non_clock_inputs
set_output_delay [expr $clk_period * $clk_io_pct] -clock clk0 [all_outputs]
```
**flow/run.sh**
```bash
#!/bin/bash
# OpenROAD 26Q1-2900-gdf79404cd8, Yosys 0.63+post, stock flow scripts
make -C /OpenROAD-flow-scripts/flow DESIGN_CONFIG=/design/flow/config.mk WORK_HOME=/design/flow/orfs finish
```
**flow/design.v**
```verilog
module divisor (clk, rst, quotient, remainder, ini_div, divEnd, state, signalOut, A, B, enA, enB);
input enA, enB;
input  rst, clk, ini_div;
input [7:0] A, B; 
output [8:0] remainder;  
output [7:0] quotient;
output [2:0] state ;
output divEnd, signalOut; 
wire [8:0] pOut, bOut, sumOut;
wire [7:0] Out_A, Out_B;
wire loadA, loadB, loadP, enableA, enableB, enableP, shift, CtrlS, c_outP, c_outA;
assign remainder = pOut;
	divisorSM DSM(ini_div, clk, pOut[8], loadA, loadB, loadP, enableA, enableB, enableP, shift, divEnd, CtrlS, state);
	regA		RA(Out_A, ~c_outP, shift, clk, rst, loadA, enableA, quotient, c_outA);
	regP		RP(sumOut, shift, clk, rst, loadP, enableP, c_outA, c_outP, pOut);
	regB		RB(Out_B, clk, rst, loadB, enableB, bOut);
	RegAB 	RAB(clk, rst, A, B, enA, enB, signalOut, Out_A, Out_B);
	AddSub	AS(pOut, bOut, CtrlS, sumOut);
 endmodule 
module divisorSM(ini_div, clk, bitP, loadA, loadB, loadP, enableA, enableB, enableP, shift, divEnd, ctrlS, state);
input clk, bitP, ini_div;
output reg loadA, loadB, loadP, enableA, enableB, enableP, shift, divEnd, ctrlS;
output [2:0]state;
reg [3:0] cont;
reg [2:0] now, next;
assign state = now;
parameter  Inicio = 3'b000, Desloca = 3'b001, Subtrai = 3'b010, EsqQuoc = 3'b011, Restaura = 3'b100, Fim = 3'b101 ;
always@ (negedge clk)
begin
case (now)
			Inicio : begin
			cont <= 4'b0000;
			next <= Desloca;
			end
			Desloca: next <= Subtrai;
			Subtrai: next <= EsqQuoc;
			EsqQuoc: next <= Restaura;
			Restaura: if (cont >= 7) 
			begin
				next <= Fim;
			end
			else begin
				 cont <= cont + 1'b1;
				 next <= Desloca;
		   end
			Fim: next <= Fim;
endcase
end
always@ (now)
begin
	if(ini_div)
	begin
		now <= next;
	end
	else 
	begin
		now <= Inicio;
	end
end
always @ (posedge clk)
begin
	case(now)
		Inicio: begin
				enableA <= 1'b1; 
				enableB <= 1'b1; 
				enableP <= 1'b0; 
				loadA <= 1'b1; 
				loadB <= 1'b1; 
				loadP <= 1'b0; 
				shift  <= 1'b0; 
				divEnd <= 1'b0;
				ctrlS <= 1'b0;
		end
		Desloca:	begin
				enableA <= 1'b1; 
				enableB <= 1'b0; 
				enableP <= 1'b1;
				loadA <= 1'b0; 
				loadB <= 1'b0; 
				loadP <= 1'b0; 
				shift  <= 1'b1; 
				divEnd <= 1'b0;
				ctrlS <= 1'b0;
		end
		Subtrai: begin
				enableA <= 1'b0; 
				enableB <= 1'b0; 
				enableP <= 1'b1;
				loadA <= 1'b0; 
				loadB <= 1'b0; 
				loadP <= 1'b1; 
				shift  <= 1'b0;
				divEnd <= 1'b0;
				ctrlS <= 1'b0;
			end
		EsqQuoc:	begin
				enableA <= 1'b1; 
				enableB <= 1'b0; 
				enableP <= 1'b0;
				loadA <= 1'b0; 
				loadB <= 1'b0; 
				loadP <= 1'b0;  
				shift  <= 1'b0;
				divEnd <= 1'b0;
				ctrlS <= 1'b0;
		end
		Restaura:	begin
				loadA <= 1'b0; 
				loadB <= 1'b0; 
				enableA <= 1'b0; 
				enableB <= 1'b0; 
				enableP <= 1'b1;
				shift  <= 1'b0;
				divEnd <= 1'b0;
				if(bitP == 1'b1)
				begin
					ctrlS <= 1'b1;
					loadP <= 1'b1;
				end	
				else
				begin
					ctrlS <= 1'b0;
					loadP <= 1'b0; 
				end
		end
		Fim: 	begin
				loadA <= 1'b0; 
				loadB <= 1'b0; 
				loadP <= 1'b0; 
				enableA <= 1'b0; 
				enableB <= 1'b0; 
				enableP <= 1'b0;
				shift  <= 1'b0;
				divEnd <= 1'b1;
				ctrlS <= 1'b0;
		end
	endcase
end
endmodule
module AddSub (inputP, inputB, ctrlS, out);
input [8:0] inputB, inputP;
input ctrlS;
output [8:0] out;
assign out = (ctrlS == 1'b1) ? inputP + inputB : inputP - inputB;
endmodule
module regA (inputA, c_in, shift, clk, rst, load, enable, outA, c_out);
input [7:0] inputA;
input clk, rst, load, enable, shift;
input c_in;
output [7:0] outA;
output c_out;
reg[7:0] out;
assign outA = out;
assign c_out = out[7];
always @(posedge clk or posedge rst)
	if(rst == 1'b1)	
		out <= 8'b0000_0000;
	else	if(enable == 1'b1)
				if(load == 1'b1) 
					out <= inputA;
				else	if( shift == 1'b1)
						out <= out<<1;
				else
							out <= {out[7:1], c_in};
endmodule
module RegAB (clk, rst, inputA, inputB, enA, enB, signalOut, outA, outB);
input clk, rst, enA, enB;
input	[7:0]inputA, inputB;
output [7:0] outA, outB;
output reg signalOut;
reg	[7:0] auxA, auxB;
reg okA, okB;
assign outA = auxA;
assign outB = auxB;
always @ (posedge clk or posedge rst)
begin
	if(rst)
	begin
		auxA <= 8'b0000_0000;
		auxB <= 8'b0000_0000;
	end	
	else if(enA == 1'b1)
		begin
			auxA <= inputA;
			okA = 1'b1;
		end
	else	if(enB == 1'b1)
		begin
			auxB <= inputB;
			okB = 1'b1;
		end
	else
		if(okA & okB)
				signalOut <= 1'b1;
end	
endmodule
module regB (inputB, clk, rst, load, enable, outB);
input [7:0] inputB;
input clk, rst, load, enable;
output reg [8:0] outB;
always @( posedge clk or posedge rst)
begin
	if (rst == 1'b1)
		outB <= 8'b0000_0000;
	else
		begin
			if(enable == 1'b1)
				if(load == 1'b1)
					outB <= {1'b0, inputB[7:0]};
		end
end
endmodule
module regP (inputP, desloc, clk, rst, load, enable, c_in, c_out ,outP);
input [8:0]inputP;
input clk, rst, load, enable, c_in, desloc;
output [8:0]outP;
output c_out;
reg [8:0] out;
assign outP = out;
assign c_out = out[8];
always @ (posedge clk or posedge rst)
begin 
	if(rst == 1'b1) 
		out <= 9'b000000000;
	else if(enable == 1'b1)
		if(load == 1'b1)
			out <= inputP;
		else if(desloc == 1'b1)
			out <= {out[7:0], c_in};
end
endmodule
```
**flow/config.mk**
```make
export PLATFORM = sky130hd
export DESIGN_NAME = divisor
export DESIGN_NICKNAME = divisor
export VERILOG_FILES = /design/flow/design.v
export SDC_FILE = /design/flow/constraint.sdc
export NUM_CORES = 4
export LEC_CHECK = 1
export CORE_UTILIZATION = 30
```
==> qor.txt <==
Die Width - 101 µm
I/O pin count - 43
Startpoint types - register
YS warnings - 5
Status - finished, final reports clean
Ys flops - 55
Post-DP HPWL - 4.04 mm
CTS tree - yes
Hold path startpoint - RAB.auxB[0]
# Max-Cap Violations - 0
Maximum number of pins on one net before global-route repair - 42
Flip-flops with a built-in enable - 14
Worst Hold End - RB.outB[0]
Initial antenna violation count - 0
Routability cong. - 0.804
YS chip area - 2940 µm²
Pwr dens - 416 nW/µm²
Rel. slew slack - 47.8%
Total Die Area - 10200 µm²
Setup CP Type - register to output pin
Hold-critical path depth - 2
Pre-CTS setup slack - 0.310 ns
Clk ins delay skew pair - 0.36 ns
Fraction of layout cells with a size suffix above 1 - 11.0%
Port Buf Inserts - 41
Pins Over Slew Limit - 0
Post-synthesis cell area - 2940 µm²
Layout area overhead - 21.9%
FP Rows - 35
End of the worst register-to-register path - DSM.enableP
Tool warnings - 33
Setup slack, reg-to-reg - 1.83 ns
Maximum clock path buffer count - 2
Maximum fanout along the worst path - 19
Vias in the first global route - 1950
Routed WL - 5.58 mm
Power Total - 1490 µW
Post-route cell area - 3580 µm²
Asr flop ratio synth - 74.5%
Via count - 2102
Setup WS post-layout - 0.249 ns
VDD IR-drop max - 172 µV
Avg WL per Cell - 12.5 µm
Mapped Cells - 279
Worst-Margin Slew - 0.783 ns
Crit. End Element - output pin
Number of H-tree levels - 2
Syn avg cell area - 10.5 µm²
Dpl cell area - 3450 µm²
Reg area - 1450 µm²
Reg-to-Reg Start - DSM.next[1]
Yosys cell count - 279
Antenna Cells - 0
Die Ht - 101 µm
CP max stage cell - edfxtp_1
Fp_density - 31.4%
Top_reg_cell synth - dfrtp_1
WP buf/inv - 1
1st-pass router iterations - 4
Synth Seq Share - 49.2%
Pleak - 0.00149 µW
Setup Total Neg Slack - 0 ns
Avg Vias per Cell - 4.69
Worst path required time - 5.28 ns
CTS Buf Count - 5
Gr ovfl total - 0
Setup Skew - 0.0572 ns
Cts-stage hold buffer count - 0
Top delay family on crit path - flip-flops
Hold WC Path Type - register to register
Hold slack - 0.492 ns
Number of DRC markers in iteration 0 - 111
Max incr delay on CP - 0.65 ns
Core box area - 9370 µm²
Root buffer cell - clkbuf_8
Routed Antenna Nets - 0
Clock-pin slew on the worst setup and hold paths - 0.11 ns
Hold Vio Cnt, Final - 0
RSZ-0062 raised after global routing - no
Resize count post-CTS - 0
Arrival @ worst endpoint - 5.03 ns
Fill count - 940
Cells on worst reg2reg path - 3
Detailed-route DRC error count - 0
Setup Fix Bufs, Post-CTS - 0
GRT Total Usage - 11.7%
First-pass GRT wire length - 9.28 mm
Worst path cell trace - and2_1 -> clkdlybuf4s50_1
Multi-input gate area - 1370 µm²
Final Setup Violations - 0
Synth cell types - 44
# clock sinks - 55
sequential cells by signal, summed over array words and instances, names as in the netlist:
signal and flops:
RB.outB 8, RP.out 9, DSM.loadA 1, DSM.loadP 1, DSM.cont 4, DSM.enableP 1, DSM.next 3, DSM.shift 1
RA.out 8, DSM.divEnd 1, DSM.enableA 1, RAB.auxA 8, RAB.auxB 8, DSM.ctrlS 1
routing by layer:
metal | up-vias | track usage [%] | routed length (µm)
met4 | 0 | 1.00 | 33
met5 | - | 0 | 0
met3 | 4 | 1.76 | 224
met2 | 38 | 17.9 | 2510
li1 | 1054 | - | -
met1 | 1006 | 18.8 | 2810
how the worst max path moves through the flow:
stage,start,end,slack (ns),depth (start not counted)
after CTS,DSM.next[1],state[1],0.23,2
after global routing,DSM.next[1],state[1],0.15,2
final,DSM.next[1],state[1],0.25,2
cell usage after synthesis, types with 2 or more instances:
cell type	instances	area (µm²)
o21ai_0	18	90.1
edfxtp_1	14	420
inv_1	13	48.8
a21boi_0	2	15.0
o22ai_1	3	18.8
a22o_1	12	105
nor3b_1	6	45.0
xnor2_1	6	52.6
mux2i_1	6	60.1
mux2_2	21	236
buf_4	3	22.5
nor2_1	14	52.6
ha_1	11	138
buf_2	3	15.0
nand3_1	5	25.0
or3_1	3	18.8
a211o_1	2	17.5
nor2b_1	3	18.8
and2_1	4	25.0
xor2_1	7	61.3
nand3b_1	3	22.5
a21o_1	2	15.0
nand2b_1	2	12.5
dfrtp_1	41	1030
clkbuf_1	10	37.5
nand2_1	31	116
nor3_1	2	10.0
a31oi_1	2	12.5
a211oi_1	2	15.0
a21oi_1	14	70.1
worst reg2reg max path, delay by kind of cell, from the launching register on:
family          cells  cell delay (ns)
compound gates      1             0.10
xor+xnor            1             0.31
flops               1             0.60
simple gates        1             0.17
logic make-up (layout without fill, tap and decap cells):
family	count (synthesis)	count (layout)	share of synthesized area, %
compound gates	63	63	13.8
buf+inv	30	70	4.34
fa+ha+maj	12	12	5.36
other cells	1	1	0.127
mux	27	27	10.1
flops	55	55	49.2
simple gates	78	78	13.2
xor+xnor	13	13	3.87
through the flow:
step           util, %  instances
2_1_floorplan        -        279
3_3_place_gp      36.8        434
3_5_place_dp      36.8        434
4_1_cts           38.3        448
5_1_grt           38.3        448
6_report          38.3        448
power breakdown:
group,internal [µW],switching (µW),total (µW),leakage (µW)
combinational,350,277,627,0.000748
clock,120,127,247,0.0000958
sequential,467,150,617,0.000649
total,936,555,1490,0.00149
cells in the final DEF, fill, tap and decap left out, types with 6 or more instances in the layout:
master,Yosys,routed
xor2_1,7,7
xnor2_1,6,6
a21oi_1,14,14
mux2_2,21,21
ha_1,11,11
clkdlybuf4s50_1,0,41
mux2i_1,6,6
o21ai_0,18,18
nand2_1,31,31
nor3b_1,6,6
a22o_1,12,12
inv_1,13,19
dfrtp_1,41,41
edfxtp_1,14,14
nor2_1,14,14
layout make-up:
type,instances,area share (%)
clock inverters,10,1.95
multi-input cells,194,38.2
inverters,12,1.26
clock buffers,5,1.92
well taps,129,4.50
flip-flops and latches,55,40.3
repair buffers,43,11.9
Power figures rest on the tool's default switching activity, not on a simulated workload.

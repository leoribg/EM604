==> design.v <==
module regResp (clk, rst, quoc, rest, fim_div, quocienteFim, restoFim);
input clk, rst, fim_div;
input [7:0] quoc;
input [8:0] rest;
output reg [7:0] quocienteFim;
output reg [8:0] restoFim;
always @ (posedge clk or posedge rst)
begin
	if (rst == 1'b1)
		begin
			quocienteFim <= 8'b0000_0000;
			restoFim <= 9'b000000000;
		end
	else
		if(fim_div)
			begin
				quocienteFim <= quoc;
				restoFim <= rest;
			end
 end
endmodule
==> run.sh <==
#!/bin/bash
# OpenROAD 26Q1-2900-gdf79404cd8, Yosys 0.63+post, stock flow scripts
make -C /OpenROAD-flow-scripts/flow DESIGN_CONFIG=/design/flow/config.mk WORK_HOME=/design/flow/orfs finish
==> config.mk <==
export PLATFORM = sky130hd
export DESIGN_NAME = regResp
export DESIGN_NICKNAME = regResp
export VERILOG_FILES = /design/flow/design.v
export SDC_FILE = /design/flow/constraint.sdc
export NUM_CORES = 4
export LEC_CHECK = 1
export CORE_AREA = 10 10 93 93
export DIE_AREA = 0 0 103 103
==> constraint.sdc <==
current_design regResp

set clk_period 1.0
set clk_io_pct 0.2

create_clock -name clk0 -period $clk_period [get_ports {clk}]

set non_clock_inputs [all_inputs -no_clocks]
set_input_delay [expr $clk_period * $clk_io_pct] -clock clk0 $non_clock_inputs
set_output_delay [expr $clk_period * $clk_io_pct] -clock clk0 [all_outputs]
==> report_table.html <==
<p>Metrics extracted from the flow reports.</p>
<table>
<tr><th>Metric</th><th>Value</th></tr>
<tr><th colspan="2">Run status</th></tr>
<tr><td>Run status</td><td>completed</td></tr>
<tr><th colspan="2">STA</th></tr>
<tr><td>Setup repair after global routing missed its margin</td><td>yes</td></tr>
<tr><td>Worst Tran Pin Value</td><td>0.188 ns</td></tr>
<tr><td>Setup violations, final</td><td>0</td></tr>
<tr><td>Hold violation count in the final report</td><td>0</td></tr>
<tr><td>Max Clk Rate</td><td>around 1000 MHz</td></tr>
<tr><td>Worst slew margin</td><td>approximately 87%</td></tr>
<tr><td>Final worst path period need</td><td>around 0.98 ns</td></tr>
<tr><td>Worst Hold Margin</td><td>0.275 ns</td></tr>
<tr><td>Max-slew violation count</td><td>0</td></tr>
<tr><td>Least setup slack across all paths after layout</td><td>0.0183 ns</td></tr>
<tr><td>Skew final</td><td>0 ns</td></tr>
<tr><td>Period utilisation layout</td><td>~100%</td></tr>
<tr><th colspan="2">Synth</th></tr>
<tr><td>Synthesized chip area reported by yosys</td><td>689 sq um</td></tr>
<tr><td>Largest cells by area</td><td>dfrtp_1 62%, mux2_4 22%, mux2_2 11%</td></tr>
<tr><td>Synth cell types</td><td>6</td></tr>
<tr><td>Synthesized instance count</td><td>37</td></tr>
<tr><td>Warnings from Yosys</td><td>1</td></tr>
<tr><td>Share of Yosys cell area claimed by the top area cell type</td><td>61.7%</td></tr>
<tr><td>Average instance area after synthesis</td><td>roughly 19 sq um</td></tr>
<tr><td>Number of register bits inferred by synthesis</td><td>17</td></tr>
<tr><td>Yosys Instances</td><td>37</td></tr>
<tr><td>Cell type with the largest total area</td><td>dfrtp_1</td></tr>
<tr><td>Sequential area share after synthesis</td><td>between 60 and 70%</td></tr>
<tr><td>Mapped cell area</td><td>689 sq um</td></tr>
<tr><th colspan="2">Flow run</th></tr>
<tr><td>Number of OpenROAD warnings</td><td>26</td></tr>
<tr><td>Max-capacitance violation count</td><td>0</td></tr>
<tr><th colspan="2">Clocking</th></tr>
<tr><td>H-Tree Level Count</td><td>1</td></tr>
<tr><td>Worst-case clock buffer depth</td><td>2</td></tr>
<tr><td>Number of buffers created by CTS</td><td>3</td></tr>
<tr><td>Clock latency of the later-clocked register in the worst-skew pair</td><td>approximately 0.25 ns</td></tr>
<tr><td>Count of hold buffers inserted by post-cts repair</td><td>0</td></tr>
<tr><td>CTS Root Buffer Type</td><td>clkbuf_8</td></tr>
<tr><td>TritonCTS clock tree</td><td>yes</td></tr>
<tr><td>Num Clock Sinks</td><td>17</td></tr>
<tr><td>Clock transition at path regs</td><td>0.07 ns</td></tr>
<tr><th colspan="2">Global routing</th></tr>
<tr><td>Wire length of the first global-routing pass</td><td>3.19 mm</td></tr>
<tr><td>Via count of the first global-routing pass</td><td>roughly 590</td></tr>
<tr><td>GRT Resource Usage Total</td><td>under 10%</td></tr>
<tr><td>Largest net degree at the start of global routing</td><td>18</td></tr>
<tr><td>GRT Residual Overflow</td><td>0</td></tr>
<tr><td>Number of antenna violations at the first check in global routing</td><td>0</td></tr>
<tr><th colspan="2">Cells and area</th></tr>
<tr><td>Area of all placed cells without fillers</td><td>1250 sq um</td></tr>
<tr><td>Core Util, Final</td><td>18.6%</td></tr>
<tr><td>Sequential cell area</td><td>425 sq um</td></tr>
<tr><td>Most instantiated logic cell after routing</td><td>clkdlybuf4s50_1</td></tr>
<tr><td>Area growth from synthesis to layout</td><td>81.9%</td></tr>
<tr><td>Highest-count cells in the layout ignoring fill and taps</td><td>18 x clkdlybuf4s50_1, 17 x buf_2, 17 x dfrtp_1</td></tr>
<tr><td>Count of fill cells added during filler insertion</td><td>743</td></tr>
<tr><td>Comb. cell area</td><td>229 sq um</td></tr>
<tr><td>Share of layout cells above drive strength 1</td><td>58.9%</td></tr>
<tr><th colspan="2">Worst setup path</th></tr>
<tr><td>WP depth</td><td>3</td></tr>
<tr><td>Type of element capturing the critical path</td><td>flop</td></tr>
<tr><td>Critical path capture point</td><td>quocienteFim[5]$_DFFE_PP0P_</td></tr>
<tr><td>CP bufs+invs</td><td>2</td></tr>
<tr><td>Worst Path Max Fanout</td><td>2</td></tr>
<tr><td>Depth of the worst register-to-register path</td><td>3</td></tr>
<tr><td>CP startpoint kind</td><td>flop</td></tr>
<tr><td>Launching element of the worst setup path</td><td>quocienteFim[5]$_DFFE_PP0P_</td></tr>
<tr><td>Worst Setup Path Type</td><td>reg2reg</td></tr>
<tr><td>Chain of cells forming the critical path</td><td>buf_6 &gt; buf_4 &gt; mux2_4</td></tr>
<tr><td>Cell type group with the largest total delay on the critical path</td><td>flip-flops</td></tr>
<tr><td>Start of the worst register-to-register path</td><td>quocienteFim[5]$_DFFE_PP0P_</td></tr>
<tr><td>Slowest cell delay on critical path</td><td>0.39 ns</td></tr>
<tr><td>Data required time at the worst endpoint</td><td>1.14 ns</td></tr>
<tr><td>Register-to-register setup slack</td><td>about 0.018 ns</td></tr>
<tr><td>Slowest stage cell, crit path</td><td>dfrtp_1</td></tr>
<tr><td>Worst Path Arrival</td><td>1.12 ns</td></tr>
<tr><td>FF-to-FF End</td><td>quocienteFim[5]$_DFFE_PP0P_</td></tr>
<tr><th colspan="2">Die</th></tr>
<tr><td>Count of standard-cell rows</td><td>30</td></tr>
<tr><td>Io pins</td><td>37</td></tr>
<tr><td>Total core area</td><td>6760 sq um</td></tr>
<tr><td>Die Y</td><td>roughly 100 um</td></tr>
<tr><td>Horizontal extent of the die</td><td>103 um</td></tr>
<tr><td>Fp util</td><td>10.2%</td></tr>
<tr><td>Die Footprint</td><td>10600 sq um</td></tr>
<tr><th colspan="2">Route</th></tr>
<tr><td>Drt via density</td><td>around 2.9</td></tr>
<tr><td>Number of design-rule violations left by the first detailed-router iteration</td><td>1</td></tr>
<tr><td>Detailed-route wire length per cell</td><td>11.8 um</td></tr>
<tr><td>DRC Markers</td><td>0</td></tr>
<tr><td>Total routed wirelength</td><td>2.01 mm</td></tr>
<tr><td>Antenna-violating nets left</td><td>0</td></tr>
<tr><td>Vias after detailed routing</td><td>485</td></tr>
<tr><td># diodes</td><td>0</td></tr>
<tr><td>Number of search-and-repair iterations in the first detailed-routing pass</td><td>2</td></tr>
<tr><th colspan="2">Pwr</th></tr>
<tr><td>IR Drop Worst-Case VDD</td><td>approximately 670 uV</td></tr>
<tr><td>Share of power burned in combinational logic</td><td>22.6%</td></tr>
<tr><td>Internal power consumption</td><td>1.32 mW</td></tr>
<tr><td>Total power per unit cell area</td><td>1340 nW/um^2</td></tr>
<tr><td>Leakage</td><td>0.581 nW</td></tr>
<tr><td>Share of power burned in the clock network</td><td>30.2%</td></tr>
<tr><td>Sequential fraction of design power</td><td>47.2%</td></tr>
<tr><td>Switching power as a share of total power</td><td>21.4%</td></tr>
<tr><td>Switching pwr</td><td>~0.36 mW</td></tr>
<tr><th colspan="2">Place</th></tr>
<tr><td>Placer Congestion</td><td>0.721</td></tr>
<tr><td>Input/output buffers</td><td>36</td></tr>
<tr><td>Minimum setup slack after placement</td><td>-0.365 ns</td></tr>
<tr><td>Placed wire-length estimate</td><td>1.52 mm</td></tr>
<tr><td>Post-DP Area</td><td>about 1200 sq um</td></tr>
<tr><th colspan="2">Worst hold path</th></tr>
<tr><td>HP Class</td><td>in2async</td></tr>
</table>
[power groups by stage]
stage	sequential, mW	combinational (mW)	clock (mW)
after CTS	0.788	0.403	0.530
after global routing	0.800	0.416	0.580
final	0.791	0.379	0.506
[final cells by class]
type                            instances  share of cell area [%]
Clock buffer                            3                    3.29
Sequential cell                        17                    33.9
Inverter                                1                   0.299
Clock inverter                          1                   0.399
Timing Repair Buffer                   51                    35.8
Tap cell                               80                    7.98
Multi-Input combinational cell         17                    18.3
[cells in the mapped netlist (all sizes together)]
cell   instances
inv            1
dfrtp         17
buf            2
mux2          17
[how the worst min path moves through the flow]
stage,start,endpoint,slack [ns],depth (start not counted)
CTS,rst,quocienteFim[7]$_DFFE_PP0P_,0.27,3
global route,rst,quocienteFim[0]$_DFFE_PP0P_,0.27,3
finish,rst,restoFim[1]$_DFFE_PP0P_,0.27,3
[repair_timing]
| item | in CTS | in global routing |
|---|---|---|
| gates cloned | 1 | 0 |
| setup endpoints to repair | 34 | 9 |
| gates resized | 53 | 4 |
| setup buffers | 6 | 0 |
[layer usage]
layer	vias up	wire length, um	GRT usage [%]
met5	-	0	0
met4	0	0	0.107
met3	0	357	2.84
met2	39	522	4.05
met1	215	1130	6.23
li1	231	-	-
[stage by stage]
step	TNS, ns	instances	power [mW]
detailed placement	-5.88	163	1.22
CTS	0	174	1.72
global route	-0.0235	170	1.80
floorplan	0	37	0.912
finish	0	170	1.68
global placement	-5.87	163	1.22
[tightest hold or removal path: stages]
cell	delay [ns]
clkdlybuf4s50_1	0.41
inv_1	0.09
buf_12	0.16
[registers in the layout, indices dropped and copies added (netlist names)]
signal / count
restoFim: 9
quocienteFim: 8
[cell families (layout without fill, tap and decap cells)]
family                 count (synthesis)  after routing  share of synthesized area, %
buffers and inverters                  3             56                          5.08
flip-flops                            17             17                          61.7
multiplexers                          17             17                          33.2
Power figures rest on the tool's default switching activity, not on a simulated workload.
